==> design.v <==
module div_clock #(parameter DIV = 5208) (
    input logic clk,
    input logic rst,
    output logic pulse
);
    logic [$clog2(DIV)-1:0] counter;
    always_ff @(posedge clk or posedge rst) begin
        if (rst) begin
            counter <= 0;
            pulse <= 0;
        end else if (counter == DIV / 2) begin
            counter <= 0;
            pulse <= 1;
        end else begin
            counter <= counter + 1;
            pulse <= 0;
        end
    end
endmodule
module rx(
    input logic clk,
    input logic rst,
    input logic rx,
    input logic tick,
    output logic [7:0] data_out,
    output logic done,
    output logic error
);
    logic [3:0] bit_counter;  
    logic [7:0] shift_reg;
    logic receiving;
    logic parity_check;
    always_ff @(posedge clk) begin
        if (rst) begin
            receiving <= 0;
            bit_counter <= 0;
            shift_reg <= 0;
            done <= 0;
            error <= 0;
        end else if (!receiving && !rx) begin
            receiving <= 1;
            parity_check <= 0;
            bit_counter <= 0;
            done <= 0;
        end else begin 
            if (tick && receiving) begin
                shift_reg <= {rx, shift_reg[7:1]};
                parity_check <= parity_check ^ rx;  
                bit_counter <= bit_counter + 1;
                if (bit_counter == 10) begin
                    receiving <= 0;
                    data_out <= shift_reg;
                    error <= (parity_check != rx);  
                    done <= 1;
                end else begin
                    done <= 0;
                end
            end else begin
                done <= 0;
            end 
        end
    end
endmodule
module tx(
    input  logic clk,        
    input  logic tick,        
    input  logic send,
    input logic rst,        
    input  logic [7:0]  data_in,  
    output logic tx,          
    output logic busy         
);
    logic [3:0] bit_cnt;
    logic [10:0] shift_reg;   
    logic sending;
    function logic calc_parity(input [7:0] data);
        calc_parity = ^data;   
    endfunction
    always_ff @(posedge clk or posedge rst) begin
        if (rst) begin
            tx        <= 1;  
            busy      <= 0;
            sending   <= 0;
            bit_cnt   <= 0;
            shift_reg <= 0;
        end else if (send && !sending) begin
            shift_reg <= {1'b1,  calc_parity(data_in), data_in, 1'b0};  
            bit_cnt   <= 0;
            sending   <= 1;
            busy      <= 1;
            tx        <= 0;  
        end
        else if (tick && sending) begin
            tx <= shift_reg[0];
            shift_reg <= shift_reg >> 1;
            bit_cnt   <= bit_cnt + 1;
            if (bit_cnt == 10) begin
                sending <= 0;
                busy    <= 0;
                tx      <= 1; 
            end
        end else if (!sending) begin
            tx <= 1;  
        end
    end
endmodule   
module uart(
    input logic clk,
    input logic rst,
    input logic send,
    input logic [7:0] tx_data,
    input logic rx,
    output logic tx,
    output logic [7:0] rx_data,
    output logic tx_busy,
    output logic rx_done,
    output logic rx_error
);
    logic tick;
    div_clock #(.DIV(5208)) clock_inst (
        .clk(clk),
        .rst(rst),
        .pulse(tick)
    );
    tx tx_inst (
        .clk(clk),
        .tick(tick),
        .send(send),
        .rst(rst),
        .data_in(tx_data),
        .tx(tx),
        .busy(tx_busy)
    );
    rx rx_inst (
        .clk(clk),
        .rst(rst),
        .tick(tick),
        .rx(rx),
        .data_out(rx_data),
        .done(rx_done),
        .error(rx_error)
    );
endmodule
==> run.sh <==
#!/bin/bash
# OpenROAD 26Q1-2900-gdf79404cd8, Yosys 0.63+post, stock flow scripts
make -C /OpenROAD-flow-scripts/flow DESIGN_CONFIG=/design/flow/config.mk WORK_HOME=/design/flow/orfs finish
==> config.mk <==
export PLATFORM = sky130hd
export DESIGN_NAME = uart
export DESIGN_NICKNAME = uart
export VERILOG_FILES = /design/flow/design.v
export SDC_FILE = /design/flow/constraint.sdc
export NUM_CORES = 4
export LEC_CHECK = 1
export CORE_UTILIZATION = 40
==> constraint.sdc <==
current_design uart

set clk_period 3.7
set clk_io_pct 0.2

create_clock -name clk0 -period $clk_period [get_ports {clk}]

set non_clock_inputs [all_inputs -no_clocks]
set_input_delay [expr $clk_period * $clk_io_pct] -clock clk0 $non_clock_inputs
set_output_delay [expr $clk_period * $clk_io_pct] -clock clk0 [all_outputs]
==> results.py <==
# Auto-generated metrics
metrics = {
    "final_timing": {
        "setup_violations": 0,
        "final_max_slew_viol_count": 0,
        "max_clock_freq_mhz": 480,
        "period_used_share": 0.563,
        "grt_setup_unrepaired": "false",
        "finalHoldViolCount": 0,
        "worst_slew_margin_rel": 0.536,
        "period_minus_slack_ns": 2.08,
        "final.setup.tns_ns": 0,
        "timing_worst_slew_pin_value_ns": 0.694,
        "fin_skew_ns": 0.0115,
    },
    "global_routing": {
        "grt_remaining_overflow": 0,
        "aggregate_global_route_resource_usage": 0.136,
        "number_of_global_route_vias_before_repair": 1482,
        "grt_first_pass_wirelength_um": 6550,
        "grt_max_degree": 32,
        "grt_antenna_before_repair": 0,
    },
    "logic_synthesis": {
        "xor_share": 0.0768,
        "synth.avg_cell_area_um2": 10.3,
        "ys_cells": 233,
        "post_synth_fa_ha_maj_area_fraction": 0.0313,
        "yosysTopAreaCellShare": 0.313,
        "postSynth.topFlopCell": "dfrtp_1",
        "syn_inst": 233,
        "simple_gate_area_frac": 0.207,
        "netlist-cell-type-count": 41,
        "yosysWarningCount": 3,
        "yosys-stat-area_um2": 2400,
        "synthTopCellsByArea": "dfrtp_1, dfxtp_1, edfxtp_1",
        "compound_area_frac": 0.0799,
        "synthDominantAreaCellType": "dfrtp_1",
        "mux_share": 0.00888,
        "post_synth_instance_area_um2": 2400,
        "seq_area_frac_synth": 0.562,
        "synth_flop_count": 55,
        "postSynth.asyncResetShare": 0.564,
        "synth-edff-count": 9,
        "post_synth_main_logic_family": "simple AND/OR/NAND/NOR gates",
    },
    "clock_network": {
        "cts_num_sinks": 55,
        "ctsResizeCount": 0,
        "cts_max_level": 2,
        "cts_root_buffer": "clkbuf_8",
        "clock_latency_ns": 0.31,
        "cts_hold_buf": 0,
        "cts_buffers": 5,
        "tritoncts": "built",
        "clock_tree.buffer_depth": 2,
        "clk_pin_slew_worst_paths_ns": 0.09,
        "post_cts_setup_buffer_count": 0,
    },
    "worst_hold_path": {
        "hold_path.class": "reg2reg",
        "holdCritStartpoint": "rx_inst.shift_reg[0]",
    },
    "place": {
        "port_buffers": 23,
        "postPlaceCellArea_um2": 2690,
        "gp_congestion": 0.825,
        "dpl.hpwl_um": 2550,
    },
    "floorplan": {
        "design.portCount": 24,
        "floorplan.die.width_um": 79.4,
        "coreArea_um2": 5640,
        "fp.dieArea_um2": 6300,
        "die-height_um": 79.4,
        "floorplan.rows": 27,
        "floorplanUtilization": 0.425,
    },
    "pwr": {
        "finalPower_uw": 1110,
        "static-leakage-power_uw": 0.00114,
        "power.ir.vdd_worst_uv": 154,
        "power_per_cell_area_nw_per_um2": 396,
    },
    "layout": {
        "final_cell_area_um2": 2800,
        "layout.cells.most_common": "nand2_1",
        "area_growth_syn_to_layout_pct": 16.9,
        "largest_reg_flops": 13,
        "final_layout_top_logic_cells": "nand2_1, dfrtp_1, clkdlybuf4s50_1, nor2_1, dfxtp_1",
        "final_core_util": 0.496,
        "drive_above_1_share": 0.0739,
    },
    "drt": {
        "route.layer.met1.wl_um": 1910,
        "vias": 1594,
        "drt-pass1-iter-count": 4,
        "met2WireLength_um": 1610,
        "drc": 0,
        "num_antenna_cells": 0,
        "wl_per_cell_um": 11.2,
        "topRoutingLayerUsed": "met4",
        "route.final.wire_length_um": 3690,
        "route.met3.wl_um": 104,
        "dr.first_iter.drc_count": 82,
        "avgViaCountPerCell": 4.84,
        "postRouteAntennaNets": 0,
    },
    "run": {
        "maxCapViolations": 0,
        "log.warning_count": 28,
    },
    "critical_path": {
        "setup.worst_path.class": "in2reg",
        "cp_top_family": "buffers and inverters",
        "slowest_stage": "clkdlybuf4s50_1",
        "crit_path_start": "rst",
        "timing.critical_path.cells": "clkdlybuf4s50_1 -> nor4_1 -> buf_4",
        "cp_data_required_time_ns": 3.72,
        "critical_path.max_fanout": 18,
        "rr_startpoint": "clock_inst.pulse",
        "setup.worst_path.end_class": "flop",
        "crit_path_max_incr_delay_ns": 0.71,
        "worstSetupStartpointType": "primary input",
        "critical_path_buf_inv_count": 2,
        "critPathArrivalTime_ns": 2.11,
    },
    "run_status": {
        "run_status": "finished clean",
    },
}
==> layout make-up <==
cell class	count	area, um2
well taps	72	90.1
repair buffers	26	253
clock inverters	3	42.5
fillers	527	2840
multi-input cells	160	968
inverters	8	30.0
clock buffers	5	68.8
flip-flops and latches	55	1350
==> where the power goes <==
group	leakage, uW	internal (uW)	total [uW]	switching [uW]
registers	0.000591	633	647	14.6
logic	0.000497	35.1	67.9	32.8
clock network	0.0000562	202	394	192
total	0.00114	870	1110	240
==> synth_stat cells, drive strengths merged (3+ instances only) <==
cell and count:
xnor2 14, nor3 4, nand3 9, o21ai 5, clkbuf 4, xor2 7, edfxtp 9, nand4 3
ha 6, a22oi 11, nor4 5, nor2 22, dfrtp 30, buf 6, and3 3, a21oi 11
dfxtp 15, nand2 46, inv 8
==> routing by layer <==
layer,track usage,up-vias
met5,0,-
met4,0.0200,0
met3,0.0244,7
met2,0.201,18
met1,0.225,739
li1,-,830
==> worst paths after layout <==
check	slack [ns]	cells past startpoint	to
min in group asynchronous	1.24	3	tx_inst.bit_cnt[1]
max	1.62	3	rx_inst.data_out[4]
min reg2reg	0.44	0	rx_inst.data_out[0]
max reg2reg	1.96	4	tx_inst.bit_cnt[0]
min	0.44	0	rx_inst.data_out[0]
max in group asynchronous	2.15	3	tx_inst.tx
==> metrics by stage <==
step	hold WS (ns)	setup slack [ns]	instances
after floorplan	0.408	1.47	233
after global placement	0.419	1.34	321
after detailed placement	0.418	1.27	321
after CTS	0.441	1.60	329
after global routing	0.475	1.51	329
final	0.440	1.62	329
==> logic make-up after synthesis <==
| logic type | count (synthesis) |
|---|---|
| and+or+nand+nor | 100 |
| adders and majority gates | 6 |
| xor gates and xnor gates | 21 |
| buffers and inverters | 18 |
| muxes | 2 |
| DFF | 55 |
| AOI/OAI and AO/OA | 31 |
Power and IR drop assume default switching activity.
