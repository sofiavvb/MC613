--- flow/design.v ---
module clock (
    input logic CLOCK_100,
    input logic[3:0] KEY,
    input logic [5:0] SW,
    output logic [6:0] HEX0, HEX1, HEX2, HEX3, HEX4, HEX5
);
    logic mode = 0;  
    logic [1:0] mode_detector = 0;  
    logic [1:0] mode_edit = 0;  
    logic [7:0] numero_0, numero_1, numero_2, w_horas;
    logic [6:0] s_segundos, w_segundos, w_minutos;
    logic [6:0] s_minutos, s_centesimos;
    logic [3:0] unidade, dezena;
    logic rst, start_stop_btn, blink, key1;
    logic [5:0] set_numero;
    logic [2:0] shift_key2;
    logic key2_debounced, key2_stopwatch, key2_watch;
    always_ff @(posedge CLOCK_100) begin
        shift_key2 <= {shift_key2[1:0], ~KEY[2]};  
    end
    assign key2_debounced = (shift_key2[2:1] == 2'b01);  
    assign set_numero = SW; 
    always_comb begin
        key2_stopwatch = (mode == 0 && key2_debounced) ? 1 : 0;
        key2_watch = (mode == 1 && key2_debounced) ? 1 : 0;
    end
    always_comb begin
        key1 = (mode == 0 && ~KEY[1]) ? 1 : 0;
    end
    always_ff @(posedge CLOCK_100) begin
        mode_detector <= {mode_detector[0], ~KEY[3]};
        if (~mode_detector[1] & mode_detector[0])
            mode <= ~mode;
    end
    stopwatch stopwatch_inst (
        .clk(CLOCK_100),
        .rst(key1),
        .start_stop_btn(key2_stopwatch),
        .centesimos(s_centesimos),
        .segundos(s_segundos),
        .minutos(s_minutos)
    );
    watch watch_inst (
        .clk(CLOCK_100),
        .val(SW), 
        .mode_btn(key2_watch),
        .segundos(w_segundos),
        .minutos(w_minutos),
        .horas(w_horas),
        .mode_edit(mode_edit),
        .blink(blink)
    );
    always_comb begin
        if (mode == 0) begin
            numero_0  = s_centesimos;
            numero_1  = s_segundos;
            numero_2  = s_minutos;
        end else begin
            numero_0  = (mode_edit == 2'b11 && blink) ? 7'd101 : w_segundos;
            numero_1  = (mode_edit == 2'b10 && blink) ? 7'd101 : w_minutos;
            numero_2  = (mode_edit == 2'b01 && blink) ? 7'd101 : w_horas;
        end
    end
    dec_7seg dis_01 (
        .bin(numero_0),
        .segs_unidade(HEX0),
        .segs_dezena(HEX1)
    );
        dec_7seg dis_23 (
        .bin(numero_1),
        .segs_unidade(HEX2),
        .segs_dezena(HEX3)
    );
        dec_7seg dis_45 (
        .bin(numero_2),
        .segs_unidade(HEX4),
        .segs_dezena(HEX5)
    );
endmodule
module dec_7seg (
    input  logic [6:0] bin,  
    output logic [6:0] segs_dezena,
    output logic [6:0] segs_unidade
);
    logic [3:0] dezena, unidade;
    always_comb begin
        case (bin)
            7'd0:  begin dezena = 0; unidade = 0; end
            7'd1:  begin dezena = 0; unidade = 1; end
            7'd2:  begin dezena = 0; unidade = 2; end
            7'd3:  begin dezena = 0; unidade = 3; end
            7'd4:  begin dezena = 0; unidade = 4; end
            7'd5:  begin dezena = 0; unidade = 5; end
            7'd6:  begin dezena = 0; unidade = 6; end
            7'd7:  begin dezena = 0; unidade = 7; end
            7'd8:  begin dezena = 0; unidade = 8; end
            7'd9:  begin dezena = 0; unidade = 9; end
            7'd10: begin dezena = 1; unidade = 0; end
            7'd11: begin dezena = 1; unidade = 1; end
            7'd12: begin dezena = 1; unidade = 2; end
            7'd13: begin dezena = 1; unidade = 3; end
            7'd14: begin dezena = 1; unidade = 4; end
            7'd15: begin dezena = 1; unidade = 5; end
            7'd16: begin dezena = 1; unidade = 6; end
            7'd17: begin dezena = 1; unidade = 7; end
            7'd18: begin dezena = 1; unidade = 8; end
            7'd19: begin dezena = 1; unidade = 9; end
            7'd20: begin dezena = 2; unidade = 0; end
            7'd21: begin dezena = 2; unidade = 1; end
            7'd22: begin dezena = 2; unidade = 2; end
            7'd23: begin dezena = 2; unidade = 3; end
            7'd24: begin dezena = 2; unidade = 4; end
            7'd25: begin dezena = 2; unidade = 5; end
            7'd26: begin dezena = 2; unidade = 6; end
            7'd27: begin dezena = 2; unidade = 7; end
            7'd28: begin dezena = 2; unidade = 8; end
            7'd29: begin dezena = 2; unidade = 9; end
            7'd30: begin dezena = 3; unidade = 0; end
            7'd31: begin dezena = 3; unidade = 1; end
            7'd32: begin dezena = 3; unidade = 2; end
            7'd33: begin dezena = 3; unidade = 3; end
            7'd34: begin dezena = 3; unidade = 4; end
            7'd35: begin dezena = 3; unidade = 5; end
            7'd36: begin dezena = 3; unidade = 6; end
            7'd37: begin dezena = 3; unidade = 7; end
            7'd38: begin dezena = 3; unidade = 8; end
            7'd39: begin dezena = 3; unidade = 9; end
            7'd40: begin dezena = 4; unidade = 0; end
            7'd41: begin dezena = 4; unidade = 1; end
            7'd42: begin dezena = 4; unidade = 2; end
            7'd43: begin dezena = 4; unidade = 3; end
            7'd44: begin dezena = 4; unidade = 4; end
            7'd45: begin dezena = 4; unidade = 5; end
            7'd46: begin dezena = 4; unidade = 6; end
            7'd47: begin dezena = 4; unidade = 7; end
            7'd48: begin dezena = 4; unidade = 8; end
            7'd49: begin dezena = 4; unidade = 9; end
            7'd50: begin dezena = 5; unidade = 0; end
            7'd51: begin dezena = 5; unidade = 1; end
            7'd52: begin dezena = 5; unidade = 2; end
            7'd53: begin dezena = 5; unidade = 3; end
            7'd54: begin dezena = 5; unidade = 4; end
            7'd55: begin dezena = 5; unidade = 5; end
            7'd56: begin dezena = 5; unidade = 6; end
            7'd57: begin dezena = 5; unidade = 7; end
            7'd58: begin dezena = 5; unidade = 8; end
            7'd59: begin dezena = 5; unidade = 9; end
            7'd60: begin dezena = 6; unidade = 0; end
            7'd61: begin dezena = 6; unidade = 1; end
            7'd62: begin dezena = 6; unidade = 2; end
            7'd63: begin dezena = 6; unidade = 3; end
            7'd64: begin dezena = 6; unidade = 4; end
            7'd65: begin dezena = 6; unidade = 5; end
            7'd66: begin dezena = 6; unidade = 6; end
            7'd67: begin dezena = 6; unidade = 7; end
            7'd68: begin dezena = 6; unidade = 8; end
            7'd69: begin dezena = 6; unidade = 9; end
            7'd70: begin dezena = 7; unidade = 0; end
            7'd71: begin dezena = 7; unidade = 1; end
            7'd72: begin dezena = 7; unidade = 2; end
            7'd73: begin dezena = 7; unidade = 3; end
            7'd74: begin dezena = 7; unidade = 4; end
            7'd75: begin dezena = 7; unidade = 5; end
            7'd76: begin dezena = 7; unidade = 6; end
            7'd77: begin dezena = 7; unidade = 7; end
            7'd78: begin dezena = 7; unidade = 8; end
            7'd79: begin dezena = 7; unidade = 9; end
            7'd80: begin dezena = 8; unidade = 0; end
            7'd81: begin dezena = 8; unidade = 1; end
            7'd82: begin dezena = 8; unidade = 2; end
            7'd83: begin dezena = 8; unidade = 3; end
            7'd84: begin dezena = 8; unidade = 4; end
            7'd85: begin dezena = 8; unidade = 5; end
            7'd86: begin dezena = 8; unidade = 6; end
            7'd87: begin dezena = 8; unidade = 7; end
            7'd88: begin dezena = 8; unidade = 8; end
            7'd89: begin dezena = 8; unidade = 9; end
            7'd90: begin dezena = 9; unidade = 0; end
            7'd91: begin dezena = 9; unidade = 1; end
            7'd92: begin dezena = 9; unidade = 2; end
            7'd93: begin dezena = 9; unidade = 3; end
            7'd94: begin dezena = 9; unidade = 4; end
            7'd95: begin dezena = 9; unidade = 5; end
            7'd96: begin dezena = 9; unidade = 6; end
            7'd97: begin dezena = 9; unidade = 7; end
            7'd98: begin dezena = 9; unidade = 8; end
            7'd99: begin dezena = 9; unidade = 9; end
            default: begin dezena = 10; unidade = 10; end
        endcase
    end
    always_comb begin
        case (unidade)
            4'd0: segs_unidade = ~7'b0111111;
            4'd1: segs_unidade = ~7'b0000110;
            4'd2: segs_unidade = ~7'b1011011;
            4'd3: segs_unidade = ~7'b1001111;
            4'd4: segs_unidade = ~7'b1100110;
            4'd5: segs_unidade = ~7'b1101101;
            4'd6: segs_unidade = ~7'b1111101;
            4'd7: segs_unidade = ~7'b0000111;
            4'd8: segs_unidade = ~7'b1111111;
            4'd9: segs_unidade = ~7'b1101111;
            default: segs_unidade = 7'b1111111;
        endcase
    end
    always_comb begin
        case (dezena)
            4'd0: segs_dezena = ~7'b0111111;
            4'd1: segs_dezena = ~7'b0000110;
            4'd2: segs_dezena = ~7'b1011011;
            4'd3: segs_dezena = ~7'b1001111;
            4'd4: segs_dezena = ~7'b1100110;
            4'd5: segs_dezena = ~7'b1101101;
            4'd6: segs_dezena = ~7'b1111101;
            4'd7: segs_dezena = ~7'b0000111;
            4'd8: segs_dezena = ~7'b1111111;
            4'd9: segs_dezena = ~7'b1101111;
            default: segs_dezena = 7'b1111111;
        endcase
    end
endmodule
module stopwatch(
    input logic clk,
    input logic rst, 
    input logic start_stop_btn,
    output logic [6:0] centesimos,
    output logic [5:0] segundos,
    output logic [6:0] minutos
);
    logic [6:0] cent_reg;
    logic [5:0] seg_reg;
    logic [6:0] min_reg;
    assign centesimos = cent_reg;
    assign segundos   = seg_reg;
    assign minutos    = min_reg;
    logic [18:0] counter;
    logic enable;
    always_ff @(posedge clk or posedge rst) begin
        if (rst) begin
            counter <= 0;
            enable <= 0;
        end else begin
            if (counter == 19'd499_999) begin
                enable <= 1;
                counter <= 0;
            end else begin
                enable <= 0;
                counter <= counter + 1;
            end
        end
    end
    typedef enum logic {IDLE, RUNNING} state_t;
    state_t state;
    always_ff @(posedge clk or posedge rst) begin
        if (rst) begin
            state <= IDLE;
        end else if (start_stop_btn) begin
            state <= (state == IDLE) ? RUNNING : IDLE;
        end
    end
    always_ff @(posedge clk or posedge rst) begin
        if (rst) begin
            cent_reg <= 0;
            seg_reg  <= 0;
            min_reg  <= 0;
        end else if (enable && state == RUNNING) begin
            if (cent_reg == 99) begin
                cent_reg <= 0;
                if (seg_reg == 59) begin
                    seg_reg <= 0;
                    min_reg <= min_reg + 1;
                end else begin
                    seg_reg <= seg_reg + 1;
                end
            end else begin
                cent_reg <= cent_reg + 1;
            end
        end
    end
endmodule
module watch(
    input logic clk,
    input logic [5:0] val,       
    input logic mode_btn,        
    output logic [5:0] segundos,
    output logic [5:0] minutos,
    output logic [4:0] horas,
    output logic [1:0] mode_edit,
    output logic blink
);
    logic mode_btn_antigo;
    logic [25:0] counter;
    logic enable;
    logic [1:0] mode;
    logic [5:0] seg_reg, min_reg;
    logic [4:0] hour_reg;
    assign segundos = seg_reg;
    assign minutos = min_reg;
    assign horas = hour_reg;
    assign mode_edit = mode;
    always_ff @(posedge clk) begin
        if (counter == 49_999_999) begin
            enable <= 1;
            counter <= 0;
            blink <= ~blink;
        end else begin
            enable <= 0;
            counter <= counter + 1;
        end
    end
    always_ff @(posedge clk) begin
        mode_btn_antigo <= mode_btn;
        if (~mode_btn_antigo & mode_btn) begin  
            mode <= (mode == 2'b11) ? 2'b00 : mode + 1;
        end
    end
always_ff @(posedge clk) begin
    case (mode)
        2'b01: 
            if (val <= 6'd23) begin
                hour_reg = val[4:0];
            end else begin
                hour_reg = 23;
            end
        2'b10: 
            if (val <= 6'd59) begin
                min_reg = val;
            end else begin
                min_reg = 59;
            end
        2'b11: 
            if (val <= 6'd59) begin
                seg_reg = val;
            end else begin
                seg_reg = 59;
            end
        default:
            if (enable) begin
                if (seg_reg >= 59) begin
                    seg_reg = 0;
                    if (min_reg >= 59) begin
                        min_reg = 0;
                        if (hour_reg >= 23) begin
                            hour_reg = 0;
                        end else begin
                            hour_reg = hour_reg + 1;
                        end
                    end else begin
                        min_reg = min_reg + 1;
                    end
                end else begin
                    seg_reg = seg_reg + 1;
                end
            end
    endcase
end
endmodule
--- flow/run.sh ---
#!/bin/bash
# OpenROAD 26Q1-2900-gdf79404cd8, Yosys 0.63+post, stock flow scripts
make -C /OpenROAD-flow-scripts/flow DESIGN_CONFIG=/design/flow/config.mk WORK_HOME=/design/flow/orfs finish
--- flow/config.mk ---
export PLATFORM = sky130hd
export DESIGN_NAME = clock
export DESIGN_NICKNAME = clock
export VERILOG_FILES = /design/flow/design.v
export SDC_FILE = /design/flow/constraint.sdc
export NUM_CORES = 4
export LEC_CHECK = 1
export CORE_UTILIZATION = 30
export SYNTH_HDL_FRONTEND = slang
--- flow/constraint.sdc ---
current_design clock

set clk_period 6.1
set clk_io_pct 0.2

create_clock -name clk0 -period $clk_period [get_ports {CLOCK_100}]

set non_clock_inputs [all_inputs -no_clocks]
set_input_delay [expr $clk_period * $clk_io_pct] -clock clk0 $non_clock_inputs
set_output_delay [expr $clk_period * $clk_io_pct] -clock clk0 [all_outputs]
==> reports/metrics.cfg <==
[cts]
cts_setup_buffers = 0
cts_tree = done
cts_buffers = 9
cts-root-buf = clkbuf_16
insertion_delay_ns = 0.34
ctsHoldBuffers = 0
cts_resized = 0
clk_path_buf_depth = 2
clk_pin_slew_ns = 0.06
clock_sinks = 95
cts_max_level = 3

[final_timing]
period_needed_ns = 5.611
setup_slack_ns = 0.4894
setup_tns_ns = 0
drv_slew = 0
tightest_slew_ns = 0.8854
setup_viol_count_final = 0
fin_skew_ns = 0.006065
fin_hold_ws_ns = 0.3593
finalCritPeriodShare_pct = 91.98
rsz0062_at_grt = false
fmaxAchievable_ghz = 0.1782
relSlewSlack_pct = 40.43
hold_viol = 0

[power_and_ir_drop]
power_w = 0.001418
clkPwrFrac_pct = 37.5
swShare_pct = 24.37
seqPwrFrac_pct = 46.9
pwr-share-comb_pct = 15.6
irDropWorstVdd_mv = 0.1402
p_int_w = 0.001073
power_density_nw_per_um2 = 156.7
total_switching_power_w = 0.0003456
cellLeakagePower_nw = 3.677

[yosys]
synthCells = 993
ys_async_sr_fraction_pct = 43.16
syn_area_per_cell_um2 = 8.020
yosysCellCount = 993
netlist_area_um2 = 7964
synth_flops = 95
synthDistinctLibCells = 94
yosys_area_um2 = 7964
ff_type = dfrtp_1
ys_seq_share_pct = 29.10
synth-edff-count = 21
yosysWarnings = 0

[route]
ant_nets = 0
firstDrtPassIters = 5
drtIter0Drc = 614
diodes = 0
vias_per_cell = 5.316
via_count = 7240
drt-total-wl_um = 19260
post_drt_wl_per_cell_um = 14.14
post-route-drc-count = 0

[die]
std_cell_rows = 59
fp.dieArea_um2 = 27200
die_h_um = 164.9
ios = 53
die_x_um = 164.9
floorplan.core_util_pct = 30.56
core_um2 = 26060

[job]
cap_violations = 0
warnings = 49

[place]
io_buffers = 51
place.gp.congestion = 0.9346
pre_cts_ws_ns = 0.8217
dp_hpwl_um = 14030

[global_routing]
grt_overflow_total = 0
grt_pass1_wl_um = 31660
grt_pass1_vias = 6322
grt_max_degree = 43
track_usage_pct = 14.43
antenna_found_initial = 0

[status]
run_status = complete, no violations

[cells_and_area]
layout-drive-gt1-share_pct = 8.861
area_delta_synth_final_pct = 13.62
utilization_pct = 34.72

[setup_path]
worst_setup_path_end_kind = output port
worstPathMaxFanout = 9
crit_arrival_ns = 4.39
worstReg2RegStart = stopwatch_inst.centesimos[0]
crit_path_start = watch_inst.mode_edit[0]
crit_type = register to output port
crit_path_start_kind = register
cp_data_required_time_ns = 4.88

[hold_path]
min_from = shift_key2[0]
hold_class = register to register

-- final cells by class --
type                            instances  area (um^2)
Clock buffer                           14        274.0
Inverter                               26        97.59
Fill cell                            2660        17010
Timing Repair Buffer                   70        653.1
Tap cell                              335        419.2
Clock inverter                          2        15.01
Multi-Input combinational cell        820         5273
Sequential cell                        95         2317
-- critical path, stage by stage, from the launching register on --
cell             delay, ns
edfxtp_1              0.43
ha_1                  0.23
and2_1                0.32
o2bb2ai_1             0.53
inv_1                 0.28
ha_1                  0.31
mux2_2                0.27
o22ai_1               0.14
o31ai_1               0.08
o31a_2                0.15
ha_1                  0.31
or3_1                 0.37
a31oi_1               0.16
clkdlybuf4s50_1       0.47
-- cells by family (layout without fill, tap and decap cells) --
group | Yosys count | count (layout) | share of synthesized area [%]
fa+ha+maj | 41 | 41 | 6.441
xor+xnor | 64 | 64 | 7.039
buf+inv | 78 | 112 | 4.855
mux | 28 | 28 | 3.912
simple gates | 405 | 405 | 23.90
compound gates | 282 | 282 | 24.76
flops | 95 | 95 | 29.10
-- synth_stat cells, drive strengths merged (12+ instances only) --
master,instances,share of area [%]
nand2,121,5.7
o21ai,61,3.9
o31ai,15,1.6
nor2,111,5.4
nor3,28,1.9
nor2b,12,0.97
xor2,28,3.1
nand2b,12,0.97
o22ai,15,1.7
ha,41,6.4
dfxtp,33,8.3
a21o,16,1.5
mux2,13,1.9
and3,14,1.1
inv,26,1.2
xnor2,36,4.0
nand3,59,3.7
a31oi,15,1.4
a21oi,75,4.9
mux2i,15,2.0
buf,35,2.8
dfrtp,41,13
edfxtp,21,7.9
clkbuf,17,0.82
-- power by group through the flow --
stage | combinational, W | sequential (W) | clock (W)
4_1_cts | 0.000222 | 0.000665 | 0.000550
5_1_grt | 0.000247 | 0.000666 | 0.000575
6_report | 0.000222 | 0.000665 | 0.000532
-- metrics by stage --
step / std cells / instance area, um^2
after floorplan: 993 / 7964
after global placement: 1346 / 8760
after detailed placement: 1346 / 8760
after CTS: 1362 / 9049
after global routing: 1362 / 9049
final: 1362 / 9049
-- routing by layer --
metal | GRT usage, % | wire length, um | vias up
met4 | 2.419 | 276 | 0
li1 | - | - | 3678
met2 | 20.99 | 8386 | 162
met5 | 0 | 0 | -
met3 | 1.921 | 841 | 18
met1 | 23.21 | 9751 | 3382
-- placed cells by master, fill, tap and decap left out, types with 13 or more instances in the layout --
| master | synthesis | layout |
|---|---|---|
| o21ai_0 | 57 | 57 |
| dfxtp_1 | 33 | 33 |
| xor2_1 | 28 | 28 |
| and3_1 | 14 | 14 |
| nor3_1 | 25 | 25 |
| ha_1 | 41 | 41 |
| edfxtp_1 | 21 | 21 |
| xnor2_1 | 36 | 36 |
| buf_4 | 7 | 19 |
| mux2i_1 | 13 | 13 |
| o31ai_1 | 14 | 14 |
| a21oi_1 | 72 | 72 |
| nor2_1 | 108 | 108 |
| clkdlybuf4s50_1 | 0 | 51 |
| a21o_1 | 16 | 16 |
| nand3_1 | 59 | 59 |
| a31oi_1 | 14 | 13 |
| inv_1 | 24 | 24 |
| nand2_1 | 121 | 121 |
| dfrtp_1 | 41 | 41 |
-- path summary, 6_finish.rpt --
kind | slack (ns) | end | cells after the start
worst max register to register | 3.35 | stopwatch_inst.minutos[5] | 9
min in group asynchronous | 0.88 | stopwatch_inst.counter[16] | 2
worst min register to register | 0.36 | shift_key2[1] | 0
worst max-delay path | 0.49 | HEX0[3] | 13
worst min-delay path | 0.36 | shift_key2[1] | 0
max in group asynchronous | 4.02 | stopwatch_inst.segundos[4] | 3
-- state kept, by name, indices dropped and copies added (netlist names) --
name,flops
watch_inst.counter,26
stopwatch_inst.counter,19
stopwatch_inst.centesimos,7
stopwatch_inst.minutos,7
stopwatch_inst.segundos,6
watch_inst.minutos,6
watch_inst.segundos,6
watch_inst.horas,5
shift_key2,3
mode_detector,2
watch_inst.mode_edit,2
mode,1
stopwatch_inst.enable,1
stopwatch_inst.state,1
watch_inst.blink,1
watch_inst.enable,1
watch_inst.mode_btn_antigo,1
Power figures rest on the tool's default switching activity, not on a simulated workload.
