## /design/flow/design.v

```verilog
module alu_board (
    input  logic [9:0] SW,       
    output logic [6:0] HEX5,     
    output logic [6:0] HEX4,     
    output logic [6:0] HEX3,     
    output logic [6:0] HEX2,     
    output logic [6:0] HEX1,     
    output logic [6:0] HEX0,     
    output logic [9:0] LEDR     
);
    logic [31:0] A, B, R;   
    logic [1:0] ALUCtl;  
    logic negA, negB, negR;  
    logic Zero, Overflow, Cout;  
    logic[31:0] sinalb;  
    assign ALUCtl = SW[9:8];
    assign A = (SW[7]) ? {28'b1, SW[7:4]} : SW[7:4]; 
    assign B = (SW[3]) ? {28'b1, SW[3:0]} : SW[3:0]; 
    two_comp_to_7seg inst_A (
        .bin(A),
        .segs(HEX4),
        .neg(negA)
    );
    assign HEX5 = {~negA, 6'b111111};  
    two_comp_to_7seg inst_B (
        .bin(B),
        .segs(HEX2),
        .neg(negB)
    );
    assign HEX3 = {~negB, 6'b111111};  
    two_comp_to_7seg inst_R (
        .bin(R),
        .segs(HEX0),
        .neg(negR)
    );
    assign HEX1 = {~negR, 6'b111111};  
    always_comb begin
        Cout = 1'b0;  
        if (ALUCtl == 2'b00) begin
            R = A & B;  
        end else if (ALUCtl == 2'b10) begin
            R = A | B;  
        end else if (ALUCtl == 2'b01) begin
            {Cout, R} = A + B;  
        end else begin  
            {Cout, R} = A - B;  
        end    
    end
    assign Zero = (R == 32'b0);
    assign Overflow = (A[31] & B[31] & ~R[31]) | (~A[31] & sinalb[31] & R[31]);
    assign sinalb = (ALUCtl[1]) ? ~B : B;
    assign LEDR[0] = Zero;
    assign LEDR[1] = Overflow;
    assign LEDR[2] = Cout;
endmodule
module two_comp_to_7seg (
    input  logic [3:0] bin,   
    output logic [6:0] segs,  
    output logic neg  
);
    always_comb begin
        neg = bin[3];  
        case (bin)
            4'b0000: segs = ~7'b0111111;  
            4'b0001: segs = ~7'b0000110;  
            4'b0010: segs = ~7'b1011011;  
            4'b0011: segs = ~7'b1001111;  
            4'b0100: segs = ~7'b1100110;  
            4'b0101: segs = ~7'b1101101;  
            4'b0110: segs = ~7'b1111101;  
            4'b0111: segs = ~7'b0000111;  
            4'b1000: segs = ~7'b1111111;  
            4'b1001: segs = ~7'b0000111;  
            4'b1010: segs = ~7'b1111101;  
            4'b1011: segs = ~7'b1101101;  
            4'b1100: segs = ~7'b1100110;  
            4'b1101: segs = ~7'b1001111;  
            4'b1110: segs = ~7'b1011011;  
            4'b1111: segs = ~7'b0000110;  
        endcase
    end
endmodule
```

## /design/flow/run.sh

```bash
#!/bin/bash
# OpenROAD 26Q1-2900-gdf79404cd8, Yosys 0.63+post, stock flow scripts
make -C /OpenROAD-flow-scripts/flow DESIGN_CONFIG=/design/flow/config.mk WORK_HOME=/design/flow/orfs finish
```

## /design/flow/config.mk

```make
export PLATFORM = sky130hd
export DESIGN_NAME = alu_board
export DESIGN_NICKNAME = alu_board
export VERILOG_FILES = /design/flow/design.v
export SDC_FILE = /design/flow/constraint.sdc
export NUM_CORES = 4
export LEC_CHECK = 1
export CORE_AREA = 10 10 72 72
export DIE_AREA = 0 0 82 82
```

## /design/flow/constraint.sdc

```tcl
current_design alu_board

set clk_period 3.8
set clk_io_pct 0.2

create_clock -name clk0 -period $clk_period

set non_clock_inputs [all_inputs -no_clocks]
set_input_delay [expr $clk_period * $clk_io_pct] -clock clk0 $non_clock_inputs
set_output_delay [expr $clk_period * $clk_io_pct] -clock clk0 [all_outputs]
```

==> impl_metrics.ini <==
; yosys + openroad results
[status]
run_status = complete, no violations

[pwr]
power_frac_seq_pct = 0
peakVddDrop_uv = 60.3
fin_total_pwr_mw = 0.330
p_clk_share_pct = 0
p_int_mw = 0.193
switching_share_pct = 41.5
switching_power_mw = 0.137
comb_power_share_pct = 100.0
p_per_area_mw_per_mm2 = 142
power.leakage_nw = 1.14

[worst_setup_path]
crit_path_max_fanout = 4
cp_cell_sequence = buf_8 -> inv_4 -> ha_4 -> fa_2 -> mux4_2 -> buf_6 -> a311oi_1 -> nand3_1 -> nor3b_1 -> dlygate4sd2_1
cp_slowest_stage_delay_ps = 570
end_kind = output port
critPathBufInv = 4
timing_worst_setup_path_type = in -> out
arrival_ps = 2940
worst_setup_path_start_kind = primary input
worstPathRequired_ps = 3040
crit_family = buffers and inverters
crit_slowest_cell = mux4_2

[placed_design]
gp_congestion = 0.877
portBuffers = 37
dp_slack_ps = -701
dp_hpwl_um = 3200
place_area_mm2 = 0.00202

[synth]
yosysUniqueCellTypes = 41
yosys.area.top_type = ha_1
syn_inst = 189
yosysWarnings = 12
yosys_area_mm2 = 0.00137
synthTopCellsByArea = ha_1, buf_4, inv_1
ys_cells = 189
netlist_area_mm2 = 0.00137
top_area_share_pct = 28.2
syn_avg_cell_area_um2 = 7.27
ys_seq_share_pct = 0

[finish]
fillCellCount = 311
layout_top_cell = buf_4
layout-drive-gt1-share_pct = 38.7
final_cell_mix = buf_4, conb_1, ha_1, clkdlybuf4s50_1, nand2_1
clkbuf_count = 0
final_area_mm2 = 0.00232
flop_area_um2 = 0
design.seq.count = 0
syn_to_final_growth_pct = 68.9

[final_timing]
max_freq_mhz = 270
period_needed_ps = 3700
hold_viol = 0
worst_hold_slack_ps = 2220
setup_viol = 0
finalCritPeriodShare_pct = 97.3
rsz0062_at_grt = no
finalWorstSetupSlack_ps = 102
maxSlewViolCount = 0

[drt]
drc = 0
vias = 1491
n_antenna_cell = 0
wirelength_um = 4040
routedWlPerCell_um = 12.7
ant_nets = 0
drt_iter0_markers = 112
via_per_inst = 4.67
first_pass_iters = 4

[die]
pin_count = 62
core_area_mm2 = 0.00369
rows = 22
initial_core_util_pct = 37.2
dieArea_mm2 = 0.00672
dieWidth_um = 82
die.size.y_um = 82

[flow_run]
cap_violations = 0
tool_warnings = 55

[global_route]
grt_overflow = 0
grt_pass1_vias = 1479
grt_start_max_net_pins = 12
grt_usage_pct = 11.9
grt_pass1_wl_um = 6710
antenna_found_initial = 0

[worst_hold_path]
hold_path_class = in -> out

[clocking]
cts-hold-fix-buffers = 0
## cells by family (layout without fill, tap and decap cells)
group	Yosys count	after routing	share of synthesized area, %
AND/OR/NAND/NOR	52	52	18.6
buffers and inverters	52	111	21.9
adder cells (fa/ha/maj)	33	33	31.1
multiplexers	7	7	6.10
AND-OR/OR-AND	43	43	21.7
other	2	25	0.547
## layer usage
layer  up-vias  global-route usage (%)  share of wire (%)
met3         0                    1.43                4.7
met2        32                    21.3                 50
li1        773                       -                  -
met5         -                       0                  0
met1       686                    15.8                 46
met4         0                       0                  0
## cell type report
cell class / count / area (µm²) / area share (%)
multi-input cells: 160 / 1380 / 59.6
repair buffers: 94 / 807 / 34.8
well taps: 48 / 60.1 / 2.59
inverters: 17 / 71.3 / 3.07
## synth_stat cells (all sizes together), types with 3 or more instances
cell type  count
nor4           3
clkbuf         6
ha            31
inv           17
nor3           6
nor2          12
nand3          5
nand2         14
o21ai         11
buf           29
mux2i          5
a21oi          8
a311oi         4
## final timing paths
path	from	endpoint	slack [ps]	depth (start not counted)
worst min-delay path	SW[6]	HEX4[3]	2220	4
worst max-delay path	SW[4]	HEX0[6]	100	10
## metrics by stage
| step | instances | util, % | TNS [ps] |
|---|---|---|---|
| finish | 319 | 62.9 | 0 |
| global route | 319 | 62.9 | 0 |
| CTS | 317 | 60.1 | 0 |
| detailed placement | 311 | 54.8 | -5450 |
| global placement | 311 | 54.8 | -5320 |
| floorplan | 212 | - | 0 |
## power by group through the flow
stage / clock network [mW] / logic (mW) / registers, mW
4_1_cts: 0 / 0.309 / 0
5_1_grt: 0 / 0.368 / 0
6_report: 0 / 0.330 / 0
## worst min-delay path, stage by stage
cell and delay (ps):
buf_2 100, buf_6 140, a21oi_1 60, clkdlybuf4s50_1 400
## what timing repair did
action	in CTS	in global routing
setup buffers	6	2
endpoints found under the hold margin	0	0
setup endpoints to repair	9	6
resized	82	25
pin swaps	16	6
Power is estimated from default activity; no workload was simulated.
